===== flow/run.sh =====
#!/bin/bash
# OpenROAD 26Q1-2900-gdf79404cd8, Yosys 0.63+post, stock flow scripts
make -C /OpenROAD-flow-scripts/flow DESIGN_CONFIG=/design/flow/config.mk WORK_HOME=/design/flow/orfs finish

===== flow/config.mk =====
export PLATFORM = sky130hd
export DESIGN_NAME = mux_256_to_1
export DESIGN_NICKNAME = mux_256_to_1
export VERILOG_FILES = /design/flow/design.v
export SDC_FILE = /design/flow/constraint.sdc
export NUM_CORES = 4
export LEC_CHECK = 1
export CORE_UTILIZATION = 40

===== flow/constraint.sdc =====
current_design mux_256_to_1

set clk_period 45.7
set clk_io_pct 0.2

create_clock -name clk0 -period $clk_period

set non_clock_inputs [all_inputs -no_clocks]
set_input_delay [expr $clk_period * $clk_io_pct] -clock clk0 $non_clock_inputs
set_output_delay [expr $clk_period * $clk_io_pct] -clock clk0 [all_outputs]

===== flow/design.v =====
module mux_256_to_1( 
    input [255:0] in,
    input [7:0] sel,
    output reg out );
    always@(*) begin
        for(int i = 0; i < 256; i++) begin
            if (i == sel) 
                out = in[i];
        end
    end
endmodule

==> Implementation_results.wiki <==
=== Physical design figures ===
{| class="wikitable"
! Metric !! Value
|-
| Achievable clock frequency || around 41 MHz
|-
| Cell-internal power || 0.0000319 W
|-
| Vertical die dimension || between 100 and 150 um
|-
| Count of unresolved DRC violations after routing || 0
|-
| Slew Viols, Final || 0
|-
| Fraction of registers with async set or reset after synthesis || 0%
|-
| Share of the clock period used by the worst path || between 50% and 60%
|-
| Fp_density || a little over two fifths
|-
| Number of different library cells in the post-synthesis netlist || 80
|-
| Post-CTS resize count || 0
|-
| MI comb area || about 0.0039 mm2
|-
| Cell taking the most area after synthesis || sky130_fd_sc_hd__o21ai_0
|-
| Relative contribution of combinational cells to total power || between 90 and 100%
|-
| Pin slew with the least headroom to its limit || 1.09 ns
|-
| Number of diodes added for antenna fixing || 0
|-
| Total vias in the final route || 7123
|-
| Headroom to the max-slew limit || roughly a quarter
|-
| Chip width || between 100 and 150 um
|-
| Detailed router's first-iteration violation count || ~730
|-
| GRT Resource Usage Total || ~44%
|-
| Synthesized area per cell || just under 6 um2
|-
| Cell area after synthesis || roughly 0.0042 mm2
|-
| Dominant cells by area after synthesis || sky130_fd_sc_hd__o21ai_0 9.8%, sky130_fd_sc_hd__nor2_1 7.8%, sky130_fd_sc_hd__a21oi_1 7.2%
|-
| Fraction of layout cells with a size suffix above 1 || between 4 and 5%
|-
| Area added between synthesis and finish || 62.7%
|-
| Initial antenna violation count || 0
|-
| Yosys-reported design area after synthesis || about 0.0042 mm2
|-
| Crit path DRT || approximately 37 ns
|-
| Critical Path Source Type || input pin
|-
| Total placed instance area || roughly 0.007 mm2
|-
| Endpoint kind of the worst setup timing path || output pin
|-
| Wire length per cell || roughly 24 um
|-
| Total Power Consumption || around 0.000061 W
|-
| Mapped Cells || 708
|-
| Wire length of the first global-routing pass || 37.3 mm
|-
| Die Area || 0.0109 mm2
|-
| Routed Wire Length || about 25 mm
|-
| Proportion of power drawn by the clock network || 0%
|-
| Count of buffers added by post-CTS timing repair for setup || 0
|-
| Final non-filler cell area || ~0.0068 mm2
|-
| Boundary Pins || between 200 and 300
|-
| Worst Path Max Fanout || 59
|-
| Count of instantiated cells in the yosys netlist || 708
|-
| Crit path DAT || 15.00 ns
|-
| Worst IR drop on VDD || between 9 and 10 uV
|-
| Switching share of power || 47.7%
|-
| Via density || about 6.8
|-
| Remaining global-route overflow || 0
|-
| # rows || 36
|-
| Share of the synthesized area in the top cell type || 9.81%
|-
| Status || finished, final reports clean
|-
| Port buffer count || between 200 and 300
|-
| Synthesized registers || 1
|-
| Number of inserted filler cells in the final layout || ~850
|-
| Tally of OpenROAD warnings || 33
|-
| Placer congestion estimate || 1.10
|-
| Final HPWL DP || between 15 and 20 mm
|-
| Total power divided by cell area || about 9 mW/mm2
|-
| Core ar. || approximately 0.010 mm2
|-
| Worst Path Class, Setup || input pin to output pin
|-
| Timing startpoint of the critical path || sel[1]
|-
| Static Leak || 2.34 nW
|-
| Number of flip-flops in the largest register || 1
|-
| Register pins left without a clock || 1
|-
| Antenna Nets Post-Route || 0
|-
| Sum Neg Setup Slack || 0 ns
|-
| FF/Latch Area || 15.0 um2
|-
| Warnings, synthesis || 1
|-
| Via count of the first global-routing pass || 6823
|-
| Most used DFF post-synth || sky130_fd_sc_hd__dlxtn_1
|-
| Worst setup endpoint || out
|-
| Net switching power || around 0.000029 W
|-
| Number of max-cap violations || 0
|-
| Drt first pass iters || 6
|-
| Number of flops mapped to enable cells by yosys || 0
|-
| Time the final worst path needs with I/O delays and setup || 24.14 ns
|-
| Pin count of the biggest net entering global routing || about 60
|-
| Count of endpoints without a timing constraint || 1
|-
| Count of endpoints failing setup in the final report || 0
|-
| RSZ-0062 raised after global routing || no
|-
| Quantity of hold-fixing buffers added after cts || 0
|-
| Sequential cell fraction of total power || 0.3%
|-
| Fin. Hold Viols || 0
|}
[placed cells by master (no fill, tap or decap), types with 7 or more instances in the layout]
master / n
sky130_fd_sc_hd__a211oi_1: 15
sky130_fd_sc_hd__nor4_1: 7
sky130_fd_sc_hd__nand2_1: 73
sky130_fd_sc_hd__nand2b_1: 9
sky130_fd_sc_hd__nor2b_1: 14
sky130_fd_sc_hd__nand3_1: 28
sky130_fd_sc_hd__buf_4: 13
sky130_fd_sc_hd__a2111oi_0: 7
sky130_fd_sc_hd__o21ai_0: 82
sky130_fd_sc_hd__mux2_2: 9
sky130_fd_sc_hd__o211ai_1: 9
sky130_fd_sc_hd__a21oi_1: 60
sky130_fd_sc_hd__o31ai_1: 12
sky130_fd_sc_hd__a22oi_1: 10
sky130_fd_sc_hd__clkdlybuf4s50_1: 263
sky130_fd_sc_hd__a31oi_1: 19
sky130_fd_sc_hd__o22ai_1: 26
sky130_fd_sc_hd__nor3_1: 27
sky130_fd_sc_hd__mux2i_1: 25
sky130_fd_sc_hd__nor2_1: 87
[per-stage QoR]
step           setup slack (ns)  std cells  utilization, %
2_1_floorplan             24.65        708               -
3_3_place_gp              21.87       1055            68.4
3_5_place_dp              21.85       1055            68.4
4_1_cts                   21.82       1055            68.4
5_1_grt                   21.30       1055            68.4
6_report                  21.56       1055            68.4
[power by group through the flow]
stage         Combinational [W]  Sequential [W]  Clock [W]
global route          0.0000637     0.000000216          0
CTS                   0.0000591     0.000000201          0
finish                0.0000608     0.000000200          0
[cells in the mapped netlist, types with 4 or more instances]
cell / count
sky130_fd_sc_hd__o31ai_1: 12
sky130_fd_sc_hd__a22oi_1: 10
sky130_fd_sc_hd__nor4_1: 7
sky130_fd_sc_hd__nand3_1: 28
sky130_fd_sc_hd__a21oi_1: 60
sky130_fd_sc_hd__o21a_1: 5
sky130_fd_sc_hd__and2_1: 4
sky130_fd_sc_hd__nand2b_1: 9
sky130_fd_sc_hd__nand2_1: 73
sky130_fd_sc_hd__a31oi_1: 19
sky130_fd_sc_hd__o211ai_1: 9
sky130_fd_sc_hd__o21ai_0: 82
sky130_fd_sc_hd__clkbuf_1: 26
sky130_fd_sc_hd__or3_1: 5
sky130_fd_sc_hd__o221ai_1: 5
sky130_fd_sc_hd__mux2i_1: 25
sky130_fd_sc_hd__o2111ai_1: 5
sky130_fd_sc_hd__mux2_2: 9
sky130_fd_sc_hd__a21o_1: 5
sky130_fd_sc_hd__a2111oi_0: 7
sky130_fd_sc_hd__buf_2: 33
sky130_fd_sc_hd__a211oi_1: 15
sky130_fd_sc_hd__a21boi_0: 5
sky130_fd_sc_hd__o22ai_1: 26
sky130_fd_sc_hd__nor3_1: 27
sky130_fd_sc_hd__o32ai_1: 5
sky130_fd_sc_hd__nor2b_1: 14
sky130_fd_sc_hd__nor2_1: 87
[layer usage]
metal | up-vias | part of all wire [%] | track usage (%)
met2 | 682 | 43 | 69.9
li1 | 3193 | - | -
met1 | 3116 | 35 | 54.5
met3 | 132 | 16 | 14.0
met5 | - | 0 | 0
met4 | 0 | 6.4 | 21.1
[critical path, stage by stage]
cell	delay [ns]
sky130_fd_sc_hd__buf_4	0.47
sky130_fd_sc_hd__buf_4	0.68
sky130_fd_sc_hd__clkinv_1	0.66
sky130_fd_sc_hd__buf_4	0.42
sky130_fd_sc_hd__nor2_1	0.49
sky130_fd_sc_hd__nand2_1	0.46
sky130_fd_sc_hd__o21ai_0	0.18
sky130_fd_sc_hd__nor2_1	0.08
sky130_fd_sc_hd__o21ai_0	0.07
sky130_fd_sc_hd__o311ai_0	0.17
sky130_fd_sc_hd__a21oi_1	0.23
sky130_fd_sc_hd__o21ai_0	0.19
sky130_fd_sc_hd__or4_1	0.43
sky130_fd_sc_hd__nor3_1	0.26
sky130_fd_sc_hd__o41a_1	0.24
sky130_fd_sc_hd__dlxtn_1	0.34
sky130_fd_sc_hd__clkdlybuf4s50_1	0.45
[area by class of cell]
| cell class | count | area share (%) |
|---|---|---|
| Inverter | 4 | 0.221 |
| Multi-Input combinational cell | 641 | 57.0 |
| Sequential cell | 1 | 0.221 |
| Tap cell | 133 | 2.45 |
| Timing Repair Buffer | 276 | 40.1 |
[cell families after synthesis]
family	after synthesis	synth area share (%)
fa+ha+maj	1	0.239
buf+inv	66	6.91
mux	36	9.48
compound gates	315	49.2
latches	1	0.359
xor+xnor	1	0.209
simple gates	287	33.5
other cells	1	0.0897
No activity file was given, so power comes from the tool's default toggle rates.
