File: /design/flow/config.mk
export PLATFORM = sky130hd
export DESIGN_NAME = mux2to1
export DESIGN_NICKNAME = mux2to1
export VERILOG_FILES = /design/flow/design.v
export SDC_FILE = /design/flow/constraint.sdc
export NUM_CORES = 4
export LEC_CHECK = 1
export CORE_AREA = 10 10 123 123
export DIE_AREA = 0 0 133 133
File: /design/flow/constraint.sdc
current_design mux2to1

set clk_period 1.0
set clk_io_pct 0.2

create_clock -name clk0 -period $clk_period

set non_clock_inputs [all_inputs -no_clocks]
set_input_delay [expr $clk_period * $clk_io_pct] -clock clk0 $non_clock_inputs
set_output_delay [expr $clk_period * $clk_io_pct] -clock clk0 [all_outputs]
File: /design/flow/design.v
module mux2to1( 
    input [99:0] a, b,
    input sel,
    output [99:0] out );
    assign out = (~sel) ? a : b; 
endmodule
File: /design/flow/run.sh
#!/bin/bash
# OpenROAD 26Q1-2900-gdf79404cd8, Yosys 0.63+post, stock flow scripts
make -C /OpenROAD-flow-scripts/flow DESIGN_CONFIG=/design/flow/config.mk WORK_HOME=/design/flow/orfs finish
==> impl_metrics.toml <==
# synthesis and place-and-route metrics
[final_timing]
setup_violations = 100
relSlewSlack = 0.937
final_max_slew_viol_count = 0
hold_slack_ps = 701
finalHoldViolCount = 0
rsz0062_at_grt = "true"
worstMarginPinSlew_ps = 94.4
setup_slack_ps = -292
fin_tns_setup_ps = -15390
finalCriticalPeriod_ps = 1290
period_used_share = 1.29
max_freq_ghz = 0.774

[routing]
via_count = 2233
routedWlPerCell_um = 17.8
drtIter0Drc = 44
dr.pass1.iters = 4
antenna_cells = 0
drtAntennaViolNets = 0
wl_um = 11000
drc = 0
vias_per_cell = 3.63

[run]
log.warning_count = 34
drv_cap = 0

[cells_and_area]
nFlopsAndLatches = 0
seq_area_um2 = 0
synthToLayoutAreaGrowth_pct = 196
clock_buffers = 0
final_core_util = 0.404
drive_gt1_frac = 0.550
final_area_mm2 = 0.00508
fill_cells = 1297

[synthesis]
yosys_cells = 111
yosys.area.top_type = "mux2_4"
syn_avg_cell_area_um2 = 15.4
ys_types = 3
top_area_frac = 0.877
synth_warnings = 0
synthTopCellsByCount = "100 x mux2_4, 10 x buf_12, 1 x buf_6"
syn_area_mm2 = 0.00171
yosys_area_mm2 = 0.00171
yosysSeqAreaShare = 0
most_common_cell = "mux2_4"
ys_top_cells_by_area = "mux2_4 88%, buf_12 12%, buf_6 0.66%"
syn_inst = 111

[worst_setup_path]
cp_slowest_cell = "mux2_4"
worstPathCellList = "buf_16 -> buf_16 -> buf_8 -> buf_6 -> mux2_4 -> buf_6"
max_stage_delay_ps = 290
cp.required_ps = 800
start_kind = "input port"
endpoint_kind = "output pin"
worstPathMaxFanout = 6
arrival_ps = 1090
criticalPathCategory = "in -> out"

[pwr]
peakVddDrop_uv = 165
p_leak_nw = 2.76
p_per_area_mw_per_mm2 = 396

[place]
numPortBuffers = 301
pre_cts_ws_ps = -562
placed_area_mm2 = 0.00488
post-dp-hpwl_um = 9490
gp_congestion = 0.782

[status]
violations = "negative setup slack"
outcome = "complete, but fails checks"

[floorplan]
die_h_um = 133
fp_util = 0.136
chipWidth_um = 133
coreArea_mm2 = 0.0126
rows = 41
num_io_pins = 301
die-area_mm2 = 0.0177

[min_path]
min_to = "out[17]"
worstHoldPathCells = 3
hp-start = "a[17]"
min_path_type = "in -> out"

[global_route]
antenna_found_initial = 0
grt_pass1_vias = 2465
overflow = 0
grt_max_degree = 8
track_usage = 0.113
grt_pass1_wl_um = 15800

[cts]
cts_hold_buf = 0
[how the worst max path moves through the flow]
stage         start       to  slack, ps  cells past startpoint
finish          sel  out[15]       -290                      6
global route    sel  out[15]       -310                      6
CTS             sel  out[60]       -310                      6
[area by class of cell]
class,instances,area (um2),share of cell area
tap,172,215,0.0424
timing repair buffer,344,3360,0.662
multi-input combinational,100,1500,0.296
[per-stage QoR]
| stage | cells | total power, mW |
|---|---|---|
| final | 616 | 2.01 |
| after global routing | 616 | 2.15 |
| after floorplan | 111 | 0.659 |
| after CTS | 616 | 2.03 |
| after detailed placement | 584 | 2.11 |
| after global placement | 584 | 2.11 |
[worst max-delay path, delay by kind of cell]
family,cells,cell delay (ps)
buffers and inverters,5,590
multiplexers,1,290
[where the power goes]
group | switching [mW] | internal [mW]
Combinational | 0.476 | 1.54
Sequential | 0 | 0
Clock | 0 | 0
[kinds of logic (layout without fill, tap and decap cells)]
group,after synthesis,in the layout,share of synthesized area
buf+inv,11,344,0.123
mux,100,100,0.877
[metal layers]
layer  GRT usage  routed length (um)
met1       0.129                4240
met2       0.206                5670
met3      0.0427                1050
met4     0.00244                   0
met5           0                   0
[cell usage in the layout (no fill, tap or decap)]
master	instances
dlygate4sd2_1	197
buf_4	3
dlymetal6s2s_1	2
mux2_4	100
buf_2	36
clkdlybuf4s50_1	1
buf_16	8
buf_12	6
buf_8	9
buf_6	82
[what timing repair did]
action                                  in CTS  in global routing
setup buffers                               25                  4
gates resized                              616                 19
endpoints found under the setup margin     100                100
gates cloned                                 7                  0
Power and IR drop assume default switching activity.
